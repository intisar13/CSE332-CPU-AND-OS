`flow/run.sh`:
```
#!/bin/bash
# OpenROAD 26Q1-2900-gdf79404cd8, Yosys 0.63+post, stock flow scripts
make -C /OpenROAD-flow-scripts/flow DESIGN_CONFIG=/design/flow/config.mk WORK_HOME=/design/flow/orfs finish
```
`flow/config.mk`:
```
export PLATFORM = sky130hd
export DESIGN_NAME = datapath
export DESIGN_NICKNAME = datapath
export VERILOG_FILES = /design/flow/design.v
export SDC_FILE = /design/flow/constraint.sdc
export NUM_CORES = 4
export LEC_CHECK = 1
export CORE_UTILIZATION = 40
```
`flow/constraint.sdc`:
```
current_design datapath

set clk_period 5.0
set clk_io_pct 0.2

create_clock -name clk0 -period $clk_period [get_ports {clk}]

set non_clock_inputs [all_inputs -no_clocks]
set_input_delay [expr $clk_period * $clk_io_pct] -clock clk0 $non_clock_inputs
set_output_delay [expr $clk_period * $clk_io_pct] -clock clk0 [all_outputs]
```
`flow/design.v`:
```
module datapath (
    input clk,                   
    input reset,                 
    input reg_write,             
    input jal,                   
    input jr,                    
    input [31:0] instruction,    
    output reg [31:0] pc         
);
    reg [31:0] registers [31:0];   
    reg [31:0] pc_next;            
    wire [31:0] rs_data = registers[instruction[25:21]];  
    wire [31:0] rt_data = registers[instruction[20:16]];  
    wire [31:0] alu_result;
    always @(posedge clk or posedge reset) begin
        if (reset)
            pc <= 0;
        else
            pc <= pc_next;
    end
    always @(*) begin
        if (jal) begin
            pc_next = {instruction[25:0], 2'b00};  
        end
        else if (jr) begin
            pc_next = rs_data;  
        end
        else if (instruction[31:26] == 6'b000010) begin
            pc_next = {instruction[25:0], 2'b00};  
        end
        else begin
            pc_next = pc + 4;  
        end
    end
    always @(posedge clk) begin
        if (reg_write) begin
            registers[instruction[15:11]] <= alu_result;  
        end
    end
endmodule
```
==> flow_summary.json <==
{
  "status": "finished clean",
  "drt-vias-per-instance": 5.312,
  "syn2layout_area_growth_pct": 45.31,
  "ctsResizeCount": 0,
  "crit_chain": "ha_1 > nand4_1 > or4_1 > or4_1 > a21oi_1",
  "cp_slowest_cell": "or4_1",
  "crit_path_end_kind": "flop",
  "cts_max_level": 2,
  "syn-cell-area_um2": 1682,
  "yosysChipArea_um2": 1682,
  "hold_class": "flop to flop",
  "synth_cell_type_count": 30,
  "hold_viol_final": 0,
  "power.density_nw_per_um2": 245.0,
  "antenna_cells": 0,
  "slew_headroom_pct": 64.35,
  "cts_max_path_buffers": 2,
  "ys_sh_adder_pct": 0.7440,
  "post_cts_buffers": 0,
  "worstPathMaxFanout": 13,
  "syn_avg_cell_area_um2": 8.580,
  "critical-path-max-stage-delay_ps": 770,
  "grt-ovfl-total": 0,
  "cpMostUsedCell": "or4_1",
  "cts_buffers": 5,
  "routed_wl_um": 4043,
  "clock_tree.root_cell": "clkbuf_8",
  "vdd_ir_drop_max_mv": 0.1505,
  "seq_area_um2": 750.7,
  "min_path_cells": 1,
  "fin_setup_tns_ps": 0,
  "core_area_um2": 4029,
  "r2r_cells": 5,
  "logic_area_um2": 872.1,
  "grt_use_met3_pct": 3.819,
  "clock_latency_ps": 280,
  "warning_count": 28,
  "postSynthSeqShare_pct": 44.64,
  "ctsHoldBuffers": 0,
  "grt_pass1_vias": 1481,
  "reg.largest.list": "pc x30",
  "wl_per_cell_um": 13.00,
  "setup_violations": 0,
  "finalCritPeriodShare_pct": 47.59,
  "first_iter_violations": 101,
  "gp_congestion": 0.7456,
  "hpwlAfterDp_um": 2844,
  "io_pins": 69,
  "fin_crit_ps": 2379,
  "post-route-drc-count": 0,
  "critPathRequiredTime_ps": 5200,
  "worst_ep_arrival_time_ps": 2580,
  "antenna_found_initial": 0,
  "io_buffers": 64,
  "initCoreUtil_pct": 41.74,
  "power_leakage_nw": 0.9001,
  "dieHeight_um": 66.84,
  "final_antenna_net_count": 0,
  "yosys.area_share.aoi_pct": 15.77,
  "synthSimpleGateAreaFrac_pct": 27.90,
  "ys_sh_mux_pct": 0,
  "ys_sh_xor_pct": 6.771,
  "cap_viol_max_count": 0,
  "use_met1_pct": 29.78,
  "synth_flops": 30,
  "top_register": "pc",
  "core.rowCount": 23,
  "num_vias": 1652,
  "tritoncts": "yes",
  "startpoint_type": "flop",
  "fillCellCount": 364,
  "yosysWarnings": 33,
  "finClkSkew_ps": 5.795,
  "top_usage_layer": "met2",
  "syn_inst": 196,
  "clock_sinks": 30,
  "largest_reg_flops": 30,
  "crit_type": "flop to flop",
  "dr.pass1.iters": 4,
  "grt_pass1_wl_um": 6803,
  "path_clk_slew_ps": 60,
  "slew_violations": 0,
  "ys_cells": 196,
  "worstMarginPinSlew_ps": 534.7,
  "grt_max_degree": 33,
  "fmax_mhz": 420.3,
  "rsz0062_at_grt": "no",
  "grtUsageMet2_pct": 33.71,
  "fin_util_pct": 60.65,
  "die_w_um": 66.84,
  "logic_family": "simple AND/OR/NAND/NOR gates",
  "grt.total_usage_pct": 20.52,
  "die-area_um2": 4468,
  "drive_above_1_share_pct": 3.831
}
logic make-up (layout without fill, tap and decap cells):
group	after synthesis	after routing
and+or+nand+nor	90	90
buffers and inverters	15	79
other	1	2
xor gates and xnor gates	13	13
AOI/OAI and AO/OA	46	46
DFF	30	30
adders and majority gates	1	1
path summary, 6_finish.rpt:
path	slack [ps]	from	end
min reg2reg	570	pc[2]$_DFF_PP0_	pc[2]$_DFF_PP0_
max reg2reg	2620	pc[2]$_DFF_PP0_	pc[30]$_DFF_PP0_
min in group asynchronous	1100	reset	pc[22]$_DFF_PP0_
min	570	pc[2]$_DFF_PP0_	pc[2]$_DFF_PP0_
max	2620	pc[2]$_DFF_PP0_	pc[30]$_DFF_PP0_
max in group asynchronous	3620	reset	pc[9]$_DFF_PP0_
area by class of cell:
| type | instances | share of cell area [%] |
|---|---|---|
| Clock buffer | 7 | 3.123 |
| Tap cell | 50 | 2.560 |
| Multi-Input combinational cell | 152 | 35.69 |
| Timing Repair Buffer | 67 | 27.14 |
| Inverter | 5 | 0.7681 |
| Sequential cell | 30 | 30.72 |
power breakdown:
group	switching, mW	leakage [nW]	internal (mW)	total [mW]
Sequential	0.0319	0.360	0.264	0.296
Combinational	0.0399	0.502	0.0817	0.122
Clock	0.0852	0.0383	0.0956	0.181
Total	0.157	0.900	0.442	0.599
cells in the mapped netlist:
master / number / area share (%)
dfrtp_1: 30 / 45
nand2_1: 26 / 5.8
o21ai_0: 23 / 6.8
nor2_1: 14 / 3.1
a31oi_1: 11 / 4.1
xnor2_1: 11 / 5.7
nand3_1: 10 / 3.0
or3_1: 8 / 3.0
nand4_1: 7 / 2.6
or4_1: 7 / 3.1
clkbuf_1: 6 / 1.3
inv_1: 5 / 1.1
nor4_1: 5 / 1.9
o31ai_1: 5 / 2.2
a21oi_1: 4 / 1.2
and4_1: 3 / 1.6
nor3_1: 3 / 0.89
and2_1: 2 / 0.74
and3_1: 2 / 0.74
buf_2: 2 / 0.60
buf_4: 2 / 0.89
xor2_1: 2 / 1.0
a21o_1: 1 / 0.45
conb_1: 1 / 0.22
ha_1: 1 / 0.74
nand3_2: 1 / 0.60
nand4b_1: 1 / 0.52
nor2b_1: 1 / 0.37
o21a_1: 1 / 0.45
o31a_1: 1 / 0.52
worst max-delay path: cells and delay by family, from the launching register on:
family	cells	cell delay (ps)
simple gates	3	1490
flops	1	420
fa+ha+maj	1	240
compound gates	1	150
layout by cell type (no fill, tap or decap), drive strengths merged, types with 7 or more instances in the layout:
cell type | netlist | routed
clkbuf | 6 | 7
nand2 | 26 | 26
a31oi | 11 | 11
clkdlybuf4s50 | 0 | 64
or4 | 7 | 7
nand4 | 7 | 7
xnor2 | 11 | 11
nor2 | 14 | 14
nand3 | 11 | 11
o21ai | 23 | 23
dfrtp | 30 | 30
or3 | 8 | 8
through the flow:
stage                     power [mW]  worst slack [ps]  cell area [µm²]  std cells  hold slack (ps)
after floorplan               0.3388              2963             1685        197            490.4
after global placement        0.4225              2424             2367        304            560.1
after detailed placement      0.4231              2404             2367        304            564.3
after CTS                     0.6082              2617             2444        311            573.4
after global routing          0.6369              2460             2444        311            621.2
final                         0.5986              2621             2444        311            570.0
per-layer routing:
layer / vias to the layer above / part of all wire, %
met5: - / 0
met4: 0 / 0.72
met3: 4 / 4.7
met2: 47 / 47
met1: 757 / 47
li1: 844 / -
Power and IR drop assume default switching activity.
