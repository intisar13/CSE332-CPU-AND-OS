**config.mk**
```make
export PLATFORM = sky130hd
export DESIGN_NAME = alu
export DESIGN_NICKNAME = alu
export VERILOG_FILES = /design/flow/design.v
export SDC_FILE = /design/flow/constraint.sdc
export NUM_CORES = 4
export LEC_CHECK = 1
export CORE_UTILIZATION = 50
```
**constraint.sdc**
```tcl
current_design alu

set clk_period 258.5
set clk_io_pct 0.2

create_clock -name clk0 -period $clk_period

set non_clock_inputs [all_inputs -no_clocks]
set_input_delay [expr $clk_period * $clk_io_pct] -clock clk0 $non_clock_inputs
set_output_delay [expr $clk_period * $clk_io_pct] -clock clk0 [all_outputs]
```
**design.v**
```verilog
module alu (
    input [31:0] a,           
    input [31:0] b,           
    input [3:0] alu_control,  
    output reg [31:0] result  
);
    always @(*) begin
        case (alu_control)
            4'b0000: result = a + b;          
            4'b0001: result = a - b;          
            4'b0010: result = a & b;          
            4'b0011: result = a | b;          
            4'b0100: result = a << b[4:0];    
            4'b0101: result = a >> b[4:0];    
            4'b0110: result = a < b ? 1 : 0;  
            4'b0111: result = a * b;          
            4'b1000: result = a / b;          
            default: result = 32'b0;
        endcase
    end
endmodule
```
**run.sh**
```bash
#!/bin/bash
# OpenROAD 26Q1-2900-gdf79404cd8, Yosys 0.63+post, stock flow scripts
make -C /OpenROAD-flow-scripts/flow DESIGN_CONFIG=/design/flow/config.mk WORK_HOME=/design/flow/orfs finish
```
==> results.py <==
# Metrics from the implementation run
metrics = {
    "clock_tree": {
        "holdBufCountCts": 0,
        "cts_resized": 0,
        "cts_setup_buffers": 0,
    },
    "sta": {
        "timing.final.ws_setup_ns": 71.31,
        "maxSlewHeadroom_pct": 7.023,
        "slew_viol_final": 0,
        "finalSetupTns_ns": 0,
        "period_used_pct": 72.42,
        "fmax_mhz": 5.342,
        "timing.final.crit_period_ns": 187.19,
        "setup_viol": 0,
        "final-hold-violation-count": 0,
        "rsz0062_at_grt": "false",
        "tightest_slew_ns": 1.395,
    },
    "pwr": {
        "p_switching_mw": 0.3847,
        "p_clk_share_pct": 0,
        "peakVddDrop_mv": 0.03417,
        "power.density_nw_per_um2": 11.33,
        "p_int_mw": 0.2429,
        "comb_power_share_pct": 100.0,
        "switching_share_pct": 61.30,
        "seq_power_share_pct": 0,
        "p_leak_nw": 26.21,
    },
    "floorplanning": {
        "die_x_microns": 325.5,
        "ios": 100,
        "fp_util_pct": 50.49,
        "die_h_microns": 325.5,
        "rows": 118,
        "chipArea_sq_um": 106000,
        "core-area_sq_um": 103600,
    },
    "logic_synthesis": {
        "syn_avg_cell_area_sq_um": 6.998,
        "simple_gate_area_share_pct": 22.41,
        "ys_warn_count": 1,
        "yosys_area_sq_um": 52330,
        "ys_cells": 7477,
        "ys_sh_aoi_pct": 26.36,
        "ys_sh_mux_pct": 3.173,
        "ys_types": 94,
        "synth_area_sq_um": 52330,
        "ys_top_logic_family": "adder cells",
        "synthCells": 7477,
        "synth.yosys.seq_area_share_pct": 0,
        "fa_ha_area_share_pct": 33.67,
        "xor_share_pct": 6.996,
    },
    "placed_design": {
        "gp_congestion": 1.118,
        "pre_cts_slack_ns": 73.17,
        "post-dp-hpwl_microns": 193900,
        "portBuffers": 100,
    },
    "setup_path": {
        "worstPathArrival_ns": 135.49,
        "slowest_stage": "a22oi_1",
        "slowest_delay_ns": 1.09,
        "worst_ep_required_time_ns": 206.80,
        "cp-start-kind": "primary input",
        "path_class": "in2out",
        "critPathCaptureType": "output port",
        "cp_common_cell": "ha_1",
        "crit_end": "result[0]",
        "crit_start": "b[28]",
        "path_max_fanout": 32,
    },
    "global_route": {
        "grt_overflow": 0,
        "grt_pass1_wl_microns": 356200,
        "antenna_found_initial": 11,
        "grt_max_degree": 56,
        "grt.total_usage_pct": 46.51,
        "grt_pass1_vias": 54521,
    },
    "layout": {
        "clockBufferCount": 0,
        "syn2layout_area_growth_pct": 5.808,
        "seq_cell_count": 0,
        "regArea_sq_um": 0,
        "layout-drive-gt1-share_pct": 5.293,
        "logic_area_sq_um": 48560,
        "n_fill_cell": 10082,
    },
    "detailed_routing": {
        "antennaDiodeCount": 0,
        "postRouteAntennaNets": 0,
        "drtPass1Iterations": 8,
        "routedWlPerCell_microns": 27.67,
        "first_iter_violations": 5503,
        "vias": 57803,
        "drt_wl_total_microns": 244200,
        "avgViaCountPerCell": 6.551,
        "drc": 0,
    },
    "outcome": {
        "status": "complete, no violations",
    },
    "worst_hold_path": {
        "hold_path_class": "in2out",
    },
    "flow_run": {
        "tool_warnings": 102,
        "drv_cap": 0,
    },
}
[metrics by stage]
| step | instances | power [mW] | hold WS (ns) | utilization [%] | cell area [sq um] |
|---|---|---|---|---|---|
| 2_1_floorplan | 7477 | 0.4205 | 103.74 | - | 52330 |
| 3_3_place_gp | 8823 | 0.6024 | 104.87 | 53.40 | 55350 |
| 3_5_place_dp | 8824 | 0.6044 | 104.86 | 53.42 | 55360 |
| 4_1_cts | 8824 | 0.6086 | 104.87 | 53.42 | 55360 |
| 5_1_grt | 8824 | 0.6956 | 104.90 | 53.42 | 55370 |
| 6_report | 8824 | 0.6275 | 104.90 | 53.42 | 55370 |
[Yosys cell counts, drive strengths merged (51+ instances only)]
cell	instances	area (sq um)
mux2	55	619.3
buf	65	250.2
a31oi	82	513.0
clkbuf	265	994.7
ha	752	9409
nor2b	61	381.6
fa	410	8208
or3	73	461.7
xnor2	251	2198
a211oi	66	500.5
inv	693	2601
a21o	178	1336
o21ai	463	2321
nand3	163	815.8
o211ai	75	563.0
nor3	167	873.3
a21oi	504	2526
o22ai	51	319.1
mux2i	95	950.9
nor2	782	2935
o21a	139	1044
nand2b	74	462.9
nand4	51	319.1
xor2	167	1463
nand2	999	3750
[cells by family after synthesis]
group / Yosys count
simple gates: 2624
compound gates: 2090
fa+ha+maj: 1162
buf+inv: 1029
xor+xnor: 418
mux: 154
[layer usage]
layer / share of wire, % / up-vias / track usage (%)
li1: - / 26320 / -
met1: 39 / 27222 / 62.16
met2: 41 / 3514 / 66.02
met3: 14 / 727 / 18.12
met4: 6.4 / 20 / 22.78
met5: 0.097 / - / 0.9317
[critical path: cells and delay by family]
family / cells / cell delay (ns)
AND-OR/OR-AND: 147 / 43.54
adder cells (fa/ha/maj): 31 / 10.47
buffers and inverters: 21 / 5.63
multiplexers: 4 / 1.43
AND/OR/NAND/NOR: 88 / 22.53
[power by group through the flow]
stage	Combinational, mW	Sequential (mW)	Clock, mW
4_1_cts	0.609	0	0
5_1_grt	0.696	0	0
6_report	0.628	0	0
[worst min-delay path by stage]
stage | startpoint | endpoint | slack, ns | depth (start not counted)
global route | alu_control[3] | result[3] | 104.90 | 5
CTS | b[2] | result[29] | 104.87 | 8
finish | alu_control[3] | result[3] | 104.90 | 5
[area by class of cell]
type                            instances  share of cell area [%]
Inverter                              699                   4.755
Multi-Input combinational cell       6448                   87.71
Tap cell                             1380                   3.119
Timing Repair Buffer                  297                   4.416
[cells in the final DEF (no fill, tap or decap), types with 163 or more instances in the layout]
cell / count
nand2_1: 999
nor2_1: 782
fa_1: 410
buf_4: 199
xor2_1: 167
a21oi_1: 502
ha_1: 752
inv_1: 681
a21o_1: 178
nand3_1: 163
xnor2_1: 251
o21ai_0: 451
Power figures rest on the tool's default switching activity, not on a simulated workload.
