**flow/config.mk**
```make
export PLATFORM = sky130hd
export DESIGN_NAME = control_unit
export DESIGN_NICKNAME = control_unit
export VERILOG_FILES = /design/flow/design.v
export SDC_FILE = /design/flow/constraint.sdc
export NUM_CORES = 4
export LEC_CHECK = 1
export CORE_AREA = 10 10 70 70
export DIE_AREA = 0 0 80 80
```
**flow/constraint.sdc**
```tcl
current_design control_unit

set clk_period 1.8
set clk_io_pct 0.2

create_clock -name clk0 -period $clk_period

set non_clock_inputs [all_inputs -no_clocks]
set_input_delay [expr $clk_period * $clk_io_pct] -clock clk0 $non_clock_inputs
set_output_delay [expr $clk_period * $clk_io_pct] -clock clk0 [all_outputs]
```
**flow/design.v**
```verilog
module control_unit (
    input [5:0] opcode,        
    output reg reg_dst,        
    output reg branch,         
    output reg mem_read,       
    output reg mem_to_reg,     
    output reg alu_op,         
    output reg mem_write,      
    output reg alu_src,        
    output reg reg_write,      
    output reg jump,           
    output reg jal,            
    output reg jr              
);
    always @(*) begin
        case (opcode)
            6'b000000: begin  
                reg_dst = 1;
                branch = 0;
                mem_read = 0;
                mem_to_reg = 0;
                alu_op = 1;   
                mem_write = 0;
                alu_src = 0;
                reg_write = 1;
                jump = 0;
                jal = 0;
                jr = 0;
            end
            6'b000010: begin  
                reg_dst = 0;
                branch = 0;
                mem_read = 0;
                mem_to_reg = 0;
                alu_op = 0;
                mem_write = 0;
                alu_src = 0;
                reg_write = 0;
                jump = 1;
                jal = 0;
                jr = 0;
            end
            6'b000011: begin  
                reg_dst = 0;
                branch = 0;
                mem_read = 0;
                mem_to_reg = 0;
                alu_op = 0;
                mem_write = 0;
                alu_src = 0;
                reg_write = 1;   
                jump = 1;
                jal = 1;
                jr = 0;
            end
            6'b000100: begin  
                reg_dst = 0;
                branch = 1;
                mem_read = 0;
                mem_to_reg = 0;
                alu_op = 0;  
                mem_write = 0;
                alu_src = 0;
                reg_write = 0;
                jump = 0;
                jal = 0;
                jr = 0;
            end
            6'b000001: begin  
                reg_dst = 0;
                branch = 0;
                mem_read = 0;
                mem_to_reg = 0;
                alu_op = 0;
                mem_write = 0;
                alu_src = 0;
                reg_write = 0;
                jump = 0;
                jal = 0;
                jr = 1;
            end
            default: begin
                reg_dst = 0;
                branch = 0;
                mem_read = 0;
                mem_to_reg = 0;
                alu_op = 0;
                mem_write = 0;
                alu_src = 0;
                reg_write = 0;
                jump = 0;
                jal = 0;
                jr = 0;
            end
        endcase
    end
endmodule
```
**flow/run.sh**
```bash
#!/bin/bash
# OpenROAD 26Q1-2900-gdf79404cd8, Yosys 0.63+post, stock flow scripts
make -C /OpenROAD-flow-scripts/flow DESIGN_CONFIG=/design/flow/config.mk WORK_HOME=/design/flow/orfs finish
```
==> run summary <==
max cap viols: 0
share of layout cells above drive strength 1: 68.6%
worst slack, placed: -0.547 ns
cycle use final: 99.4%
RePlAce Congestion: 0.770
Max VDD drop: 0.0122 mV
Final Worst Setup Slack: 0.0112 ns
Mapped Cells: 17
Final min period: 1.79 ns
Seq Cell Count: 0
final std cells w/o fill: 81
required time worst endpoint: 1.44 ns
WS Path Type: in2out
number of global-route vias before repair: 186
Flop area: 0 um^2
status: complete, no violations
Filler cells: 398
worst hold endpoint: alu_op
cell area after layout: 347 um^2
P per Cell Area: 111 nW/um^2
Port Buffers: 13
Top cell area share: 33.7%
placed insts: 77
cts hold-fix bufs: 0
Fin. Hold Viols: 0
Hold Path Origin: opcode[3]
Worst Setup Start Kind: input port
power after layout: 0.0385 mW
final global-route overflow total: 0
Area Overhead vs Synth: 211%
I/O pin total: 17
largest net degree at the start of global routing: 5
GRT Overall Usage: 1.48%
Mapped Avg Cell Area: 6.55 um^2
Placed Instance Area: 295 um^2
Final Routed Wirelength: 548 um
First-pass DRT Iterations: 1
Seq share, synth: 0%
Highest Clock Rate: 559 MHz
critical-path maximum fanout: 4
Via Count: 176
Setup crit end kind: output pin
CLK BUF: 0
ant diodes: 0
Die Span Y: 80 um
yosys warns: 1
synthesis area per yosys: 111 um^2
WL per Instance: 6.77 um
row cnt: 21
chip area: 6400 um^2
RSZ-0062 raised after global routing: yes
antenna viol nets, final: 0
WHS Path Cells: 5
Post-Syn Area: 111 um^2
initial antenna violation count: 0
hold crit path type: in2out
Final Setup Violations: 0
Avg Vias per Cell: 2.17
Tool Warnings: 33
DP Wirelength: 402 um
first-pass GRT wire length: 807 um
chip width: 80 um
number of remaining DRC errors: 0
worst hold slack: 1.14 ns
WP data arrival: 1.43 ns
# Cells Yosys: 17
floorplan core area: 3420 um^2
Unique cell types: 11
Initial Utilization: 3.26%
max-slew violation count: 0
cell accounting for the most synthesized area: buf_4
Leakage: 0.143 nW
Cell area leaders: buf_4, nor3b_2, nor2_1
initial DRC count: 0
## layout make-up
cell class	count	area (um^2)	share of cell area, %
timing repair buffer	20	173	49.8
multi-input combinational	15	116	33.6
tap	46	57.6	16.6
## how the worst max path moves through the flow
stage	start	end	slack (ns)
after CTS	opcode[2]	jr	0.002
after global routing	opcode[3]	jr	-0.04
final	opcode[3]	jr	0.01
## cell usage after synthesis (all sizes together)
cell and number:
nor3b 1, a21oi 1, and3b 1, conb 1, and3 1, nand2 1, or2 1, nor2 3
buf 5, nor3 1, or4 1
## layout by cell type, fill, tap and decap left out
cell and n:
and3_4 1, nand2_1 1, buf_4 2, conb_1 4
buf_2 3, or2_2 1, or4_4 1, clkbuf_2 3
nor3b_2 1, clkdlybuf4s50_1 2, clkdlybuf4s15_1 2, nor2_4 2
buf_6 7, a21oi_2 1, and3b_1 1, nor3_2 1
dlygate4sd2_1 1, nor2_2 1
## report_power, final
part	switching, mW	internal [mW]
Sequential	0	0
Combinational	0.0147	0.0239
Clock	0	0
Total	0.0147	0.0239
## what timing repair did
action / 4_1_cts / 5_1_grt
pin swaps: 5 / 3
setup buffers: 4 / 1
hold endpoints to repair: 0 / 0
gates resized: 38 / 9
setup endpoints to repair: 7 / 6
## worst max-delay path, cell delays in order
cell and delay, ns:
buf_6 0.09, or4_4 0.57, buf_6 0.14, nor3b_2 0.14
buf_2 0.13
## metrics by stage
stage	setup TNS [ns]	utilization (%)
floorplan	0	-
global placement	-3.13	8.64
detailed placement	-3.11	8.64
CTS	0	9.82
global route	-0.0371	10.1
finish	0	10.1
## cell families after synthesis
group | count (synthesis) | share of synthesized area, %
AOI/OAI and AO/OA | 1 | 4.49
buffers and inverters | 5 | 33.7
other | 1 | 3.37
and+or+nand+nor | 10 | 58.4
## routing by layer
layer  vias to the layer above  wire length, um  global-route usage, %
met2                        16              168                   2.01
met1                        73              276                   2.18
li1                         87                -                      -
met4                         0                0                      0
met3                         0              103                  0.682
met5                         -                0                      0
Power is estimated from default activity; no workload was simulated.
